### flow/constraint.sdc
current_design TrafficLightController

set clk_period 2.1
set clk_io_pct 0.2

create_clock -name clk0 -period $clk_period [get_ports {clk}]

set non_clock_inputs [all_inputs -no_clocks]
set_input_delay [expr $clk_period * $clk_io_pct] -clock clk0 $non_clock_inputs
set_output_delay [expr $clk_period * $clk_io_pct] -clock clk0 [all_outputs]
### flow/config.mk
export PLATFORM = sky130hd
export DESIGN_NAME = TrafficLightController
export DESIGN_NICKNAME = TrafficLightController
export VERILOG_FILES = /design/flow/design.v
export SDC_FILE = /design/flow/constraint.sdc
export NUM_CORES = 4
export LEC_CHECK = 1
export CORE_AREA = 10 10 78 78
export DIE_AREA = 0 0 88 88
### flow/run.sh
#!/bin/bash
# OpenROAD 26Q1-2900-gdf79404cd8, Yosys 0.63+post, stock flow scripts
make -C /OpenROAD-flow-scripts/flow DESIGN_CONFIG=/design/flow/config.mk WORK_HOME=/design/flow/orfs finish
### flow/design.v
`timescale 1ns / 1ps
module TrafficLightController(
    input  wire clk,
    input  wire rst,
    input  wire emergency_vehicle,
    input  wire [1:0] emergency_road,  
    output reg [2:0] main_road_1,     
    output reg [2:0] main_road_2,     
    output reg [2:0] main_turn,       
    output reg [2:0] side_road        
);
    typedef enum logic [3:0] {
        S1 = 4'd0,
        S2 = 4'd1,
        S3 = 4'd2,
        S4 = 4'd3,
        S5 = 4'd4,
        S6 = 4'd5,
        EMERGENCY_MODE = 4'd6
    } state_t;
    state_t current_state, next_state;
    localparam int SEC1 = 7, SEC2 = 2, SEC3 = 5, SEC4 = 2, SEC5 = 3, SEC6 = 2, EMERGENCY_SEC = 3;
    function automatic int state_time(state_t s);
        case(s)
            S1: state_time = SEC1;
            S2: state_time = SEC2;
            S3: state_time = SEC3;
            S4: state_time = SEC4;
            S5: state_time = SEC5;
            S6: state_time = SEC6;
            EMERGENCY_MODE: state_time = EMERGENCY_SEC;
            default: state_time = 1;
        endcase
    endfunction
    reg [3:0] timer;
    always_ff @(posedge clk or posedge rst) begin
        if (rst) begin
            current_state <= S1;
            timer <= 0;
        end else begin
            if (timer < state_time(current_state))
                timer <= timer + 1;
            else begin
                current_state <= next_state;
                timer <= 0;
            end
        end
    end
    always_comb begin
        if (emergency_vehicle)
            next_state = EMERGENCY_MODE;
        else begin
            case(current_state)
                S1: next_state = S2;
                S2: next_state = S3;
                S3: next_state = S4;
                S4: next_state = S5;
                S5: next_state = S6;
                S6: next_state = S1;
                EMERGENCY_MODE: next_state = S1;
                default: next_state = S1;
            endcase
        end
    end
    always_comb begin
        main_road_1 = 3'b100;
        main_road_2 = 3'b100;
        main_turn   = 3'b100;
        side_road   = 3'b100;
        case(current_state)
            S1: begin main_road_1=3'b001; main_road_2=3'b001; main_turn=3'b100; side_road=3'b100; end
            S2: begin main_road_1=3'b001; main_road_2=3'b010; main_turn=3'b100; side_road=3'b100; end
            S3: begin main_road_1=3'b001; main_road_2=3'b100; main_turn=3'b001; side_road=3'b100; end
            S4: begin main_road_1=3'b010; main_road_2=3'b100; main_turn=3'b010; side_road=3'b100; end
            S5: begin main_road_1=3'b100; main_road_2=3'b100; main_turn=3'b100; side_road=3'b001; end
            S6: begin main_road_1=3'b100; main_road_2=3'b100; main_turn=3'b100; side_road=3'b010; end
            EMERGENCY_MODE: begin
                main_road_1 = (emergency_road==2'b00) ? 3'b001 : 3'b100;
                main_road_2 = (emergency_road==2'b01) ? 3'b001 : 3'b100;
                main_turn   = (emergency_road==2'b10) ? 3'b001 : 3'b100;
                side_road   = (emergency_road==2'b11) ? 3'b001 : 3'b100;
            end
        endcase
    end
endmodule
==> flow_summary.toml <==
# yosys + openroad results
[finish]
most-common-layout-cells = "clkdlybuf4s50_1 (13), buf_4 (11), nor2_1 (10), dfrtp_1 (10), mux2_4 (7)"
design_area_mm2 = 0.001090
layout.cells.most_common = "clkdlybuf4s50_1"
layout-drive-gt1-share_pct = 37.89
syn2layout_area_growth_pct = 52.27
final_util_pct = 24.69
final_cells = 147

[final_timing]
fmax_ghz = 0.4812
slew_headroom_pct = 72.86
tightestPinTransition_ns = 0.4066
rsz0062_at_grt = "yes"
finalHoldViolCount = 0
whs_ns = 0.4792
layout_worst_path_cycle_share_pct = 98.96
min_period_ns = 2.078
final_max_slew_viol_count = 0
setup_viol = 0
finClkSkew_ns = 0.0005293

[clocking]
clk_pin_slew_ns = 0.05
cts_hold_buf = 0
clockRootBuffer = "clkbuf_8"
cts_buffers = 3
htreeDepth = 1
clockBufferDepth = 2
cts.sinks = 11
cts_tree = "yes"
clock_latency_ns = 0.23

[worst_setup_path]
cp.arrival_ns = 2.19
worstSetupEndpoint = "current_state[6]$_DFF_PP0_"
timing.reg2reg.setup_slack_ns = 0.02
startpoint = "current_state[0]$_DFF_PP1_"
cp-start-kind = "flip-flop"
worstPathRequired_ns = 2.21
rr_endpoint = "current_state[6]$_DFF_PP0_"
criticalPathCategory = "flip-flop to flip-flop"
endpoint_kind = "flip-flop"
critPathMaxFanout = 8
r2r_cells = 6
r2r-start = "current_state[0]$_DFF_PP1_"

[job]
cap_violations = 0
tool_warnings = 26

[hold_path]
min_path_type = "primary input to asynchronous set/reset pin"

[place]
dp.cells = 142
dp_hpwl_um = 1350
port_buffers = 16
dpl_cell_area_mm2 = 0.001007
place.gp.congestion = 0.7640

[route]
drt_wl_total_um = 1628
drc = 0
drt_iter0_drc = 21
antenna_cells_inserted = 0
vias = 565
routed_via_density = 3.844
ant_nets = 0
wl_per_cell_um = 11.07
first_pass_iters = 4

[logic_synthesis]
synth_cell_types = 27
simple_gate_share_pct = 24.83
ys_area_um2 = 715.7
topCellsByArea = "dfrtp_1 (35%), mux2_4 (15%), nor2_1 (5.8%)"
yosysTopAreaCell = "dfrtp_1"
ys_sh_aoi_pct = 11.19
ys_seq_share_pct = 38.64
netlist_instances = 67
ys_seq_elements = 11
ys_top_logic_family = "simple AND/OR/NAND/NOR gates"
synth_warnings = 1
syn_avg_cell_area_um2 = 10.68
synth-xor-area-share_pct = 1.224
syn_area_um2 = 715.7
ys_cells = 67
synthAdderAreaFrac_pct = 5.245
top_area_share_pct = 34.97
mux_area_share_pct = 14.69

[global_routing]
grt_max_degree = 13
grt.total_usage_pct = 4.312
overflow = 0
grt_pass1_vias = 612
grt_pass1_wl_um = 2766
antenna_found_initial = 0

[power_and_ir_drop]
p_leak_nw = 0.5071
p_per_area_mw_per_mm2 = 1664
ir_worst_vdd_v = 0.0003582

[floorplanning]
ioPinCount = 17
rows = 24
dieArea_mm2 = 0.007744
die_h_um = 88
dieWidth_um = 88
core_mm2 = 0.004414
fp_util_pct = 16.21

[run_status]
outcome = "finished, final reports clean"
## stage by stage
stage / total power [W] / TNS [ns] / worst slack, ns
after floorplan: 0.001101 / 0 / 0.007600
after global placement: 0.001528 / -0.1650 / -0.08587
after detailed placement: 0.001558 / -0.2475 / -0.1036
after CTS: 0.001815 / 0 / 0.008425
after global routing: 0.001969 / -0.2504 / -0.05337
final: 0.001813 / 0 / 0.02188
## metal layers
metal	GRT usage [%]	vias up	part of all wire, %
li1	-	289	-
met4	0.5797	0	0
met2	7.011	9	51
met5	0	-	0
met1	5.254	267	43
met3	1.964	0	5.8
## registers in the layout, summed over array words and instances (netlist names), named ones only
| register | count |
|---|---|
| current_state | 6 |
| timer | 4 |
## critical path, cell delays in order, from the launching register on
cell	delay [ns]
dfstp_2	0.55
nor2_2	0.05
ha_2	0.17
or4_4	0.53
a31o_4	0.25
nand2_8	0.11
mux2_4	0.30
## cells in the mapped netlist
master    number
clkbuf_1       4
buf_6          1
o21ai_0        1
ha_1           3
nand2_1        2
nand2_8        1
o21bai_1       1
a31o_4         1
dfrtp_1       10
or4_4          1
a21oi_1        3
and2b_2        3
or3_1          1
nor2_1        11
and2_2         1
nor4_1         2
dfstp_2        1
a2111o_1       1
mux2_4         7
xnor2_1        1
and2b_1        2
nand3b_1       1
inv_1          1
nand3_1        2
o22a_1         1
o21a_1         2
nand2b_1       2
## worst min path at each step
| stage | from | end | cells past startpoint |
|---|---|---|---|
| after CTS | rst | timer[1]$_DFF_PP0_ | 2 |
| after global routing | rst | timer[0]$_DFF_PP0_ | 2 |
| final | rst | timer[1]$_DFF_PP0_ | 2 |
## what timing repair did
item                       CTS  global route
buffers inserted             1             0
resized                      7             3
setup endpoints to repair   13             8
pin swaps                    1             0
hold endpoints to repair     0             0
## power by group
part / internal [W] / total, W / switching (W)
Combinational: 0.000740 / 0.00125 / 0.000510
Sequential: 0.000302 / 0.000361 / 0.0000592
Clock: 0.000132 / 0.000203 / 0.0000704
## layout make-up
class	count	area, um2
timing repair buffer	29	261.5
tap	52	65.06
fill	443	3324
sequential	11	276.5
multi-input combinational	50	437.9
clock buffer	4	45.04
inverter	1	3.754
## logic make-up (layout without fill, tap and decap cells)
group,count (synthesis),in the layout
fa+ha+maj,3,3
xor+xnor,1,1
flops,11,11
compound gates,10,10
mux,7,7
buf+inv,6,34
simple gates,29,29
Power is estimated from default activity; no workload was simulated.
